==> design/flow/design.v <==
`timescale 1ns / 1ps
module alu #(parameter W=8) (
    input logic [2:0] f, input logic signed [W-1:0] a, b, 
    output logic signed [W-1:0] result, output logic zero);
    always_comb
        begin
            case(f)
                3'b000: result = a & b;
                3'b001: result = a | b;
                3'b010: result = a + b;
                3'b110: result = a - b;
                3'b111: if (a < b)
                            result = {{(W-1){1'b0}}, 1'b1};
                        else result = '0;
                default: result = '0;
            endcase
            if (result == '0) zero = 1'b1;
                else zero = 1'b0;
        end   
endmodule
==> design/flow/run.sh <==
#!/bin/bash
# OpenROAD 26Q1-2900-gdf79404cd8, Yosys 0.63+post, stock flow scripts
make -C /OpenROAD-flow-scripts/flow DESIGN_CONFIG=/design/flow/config.mk WORK_HOME=/design/flow/orfs finish
==> design/flow/config.mk <==
export PLATFORM = sky130hd
export DESIGN_NAME = alu
export DESIGN_NICKNAME = alu
export VERILOG_FILES = /design/flow/design.v
export SDC_FILE = /design/flow/constraint.sdc
export NUM_CORES = 4
export LEC_CHECK = 1
export CORE_AREA = 10 10 77 77
export DIE_AREA = 0 0 87 87
==> design/flow/constraint.sdc <==
current_design alu

set clk_period 8.7
set clk_io_pct 0.2

create_clock -name clk0 -period $clk_period

set non_clock_inputs [all_inputs -no_clocks]
set_input_delay [expr $clk_period * $clk_io_pct] -clock clk0 $non_clock_inputs
set_output_delay [expr $clk_period * $clk_io_pct] -clock clk0 [all_outputs]
==> flow_metrics.tcl <==
# yosys + openroad results
set metrics [dict create \
    status "completed" \
    grt_pass1_vias 1136 \
    ctsHoldBuffers 0 \
    grt_pass1_wl_mm 5.24 \
    final.setup.tns_ns 0 \
    nFillCells 449 \
    drt_iter0_drc 80 \
    synth_cell_types 55 \
    n_antenna_cell 0 \
    seqCellArea_um2 0 \
    p_seq_share_pct 0 \
    pwr-share-clk_pct 0 \
    top_usage_layer "met2" \
    post_dp_cell_area_um2 1510 \
    synth-warning-count 1 \
    hold_violations 0 \
    vias 1171 \
    cp.required_ns 6.96 \
    ios 28 \
    die_y_um 87 \
    ys_cells 157 \
    initCoreUtil_pct 28.2 \
    p_int_mw 0.0416 \
    grt_max_degree 20 \
    critPathMostFrequentCell "clkdlybuf4s50_1" \
    routedWlPerCell_um 13.3 \
    use_met3_pct 1.89 \
    ant_nets 0 \
    pre_cts_ws_ns 2.00 \
    netlist_top_cells_area "ha_1, inv_1, a211oi_1" \
    dr.pass1.iters 4 \
    row_count 24 \
    finalSetupViolCount 0 \
    area.combinational_um2 1080 \
    post-route-min-period_ns 6.68 \
    rsz0062_at_grt "no" \
    worst_path_largest_cell_delay_ns 0.50 \
    drive_gt1_share_pct 7.30 \
    fin_crit_sh_pct 76.8 \
    warnings 50 \
    worst-path-buf-inv 3 \
    nClkBuffers 0 \
    io_buffer_count 28 \
    cp_slowest_cell "clkdlybuf4s50_1" \
    fin_area_um2 1510 \
    cp-start-kind "input port" \
    grtUsageMet2_pct 12.5 \
    cts-resized-gates 0 \
    yosys-top-cells-count "ha_1, inv_1, nor2_1" \
    tightest_slew_ns 0.618 \
    grt-ovfl-total 0 \
    irDropWorstVdd_v 0.0000131 \
    worstSetupPathType "input port to output pin" \
    most_common_cell "ha_1" \
    syn_inst 157 \
    antenna_found_initial 0 \
    area_growth_pct 23.0 \
    netlist_area_um2 1230 \
    hold_class "input port to output pin" \
    fp.dieArea_um2 7570 \
    switching_share_pct 48.9 \
    slew_headroom_pct 58.7 \
    gp_congestion 0.920 \
    critPathCaptureType "output pin" \
    crit_chain "clkdlybuf4s50_1 > inv_1 > ha_1 > fa_1 > nor2_4 > o311ai_1 > a221oi_1 > o211ai_1 > or4_1 > nor4b_2 > clkdlybuf4s50_1" \
    cp_max_fo 2 \
    drc_errors 0 \
    yosysTopAreaCell "ha_1" \
    seq_cells 0 \
    core_area_um2 4350 \
    avgViaCountPerCell 5.09 \
    switchingPower_mw 0.0398 \
    yosysTopAreaCellShare_pct 26.5 \
    critPathTopFamily "buffers and inverters" \
    powerDensity_nw_per_um2 54.0 \
    ys_seq_share_pct 0 \
    fin_util_pct 34.6 \
    die_x_um 87 \
    dpl.hpwl_mm 2.60 \
    crit_arrival_ns 4.94 \
    syn_avg_cell_area_um2 7.81 \
    cts_setup_buffers 0 \
    setup_ws_ns 2.02 \
    grt_usage_pct 8.01 \
    drv_cap 0 \
    leakage_nw 0.644 \
    fmax_mhz 150 \
    slew_violations 0 \
    grt_use_met1_pct 11.5 \
    comb_power_share_pct 100.0 \
    drt_wl_total_mm 3.05 \
    synth.yosys.chip_area_um2 1230 \
]
power by group through the flow:
stage	Sequential (mW)	Combinational, mW	Clock (mW)
4_1_cts	0	0.0819	0
5_1_grt	0	0.0916	0
6_report	0	0.0814	0
routing by layer:
metal / up-vias / routed length (um)
li1: 613 / -
met1: 534 / 1480
met2: 24 / 1340
met3: 0 / 235
met4: 0 / 0
met5: - / 0
cells in the final DEF (no fill, tap or decap), types with 3 or more instances in the layout:
cell type	count
a211oi_1	6
a21oi_1	8
clkdlybuf4s50_1	28
ha_1	26
inv_1	20
nand2_1	3
nand2b_1	5
nor2_1	11
nor2b_1	3
nor3_1	4
o211ai_1	5
o21ai_0	7
o31ai_1	3
xnor2_1	4
cells by family after synthesis:
family,Yosys count,synth area share [%]
buf+inv,28,11.6
fa+ha+maj,28,29.8
xor+xnor,4,2.86
simple gates,50,28.6
mux,1,0.816
compound gates,46,26.3
final timing paths:
kind,startpoint,endpoint,depth (start not counted)
setup / recovery,a[0],zero,11
hold / removal,b[7],result[7],6
area by class of cell:
| class | count | share of cell area, % |
|---|---|---|
| Tap cell | 52 | 4.32 |
| Inverter | 21 | 5.23 |
| Multi-Input combinational cell | 129 | 71.9 |
| Timing Repair Buffer | 28 | 18.6 |
worst min-delay path: stages:
cell and delay [ns]:
clkdlybuf4s50_1 0.42, inv_1 0.08, ha_1 0.15, a211oi_1 0.09, nand2b_1 0.13, clkdlybuf4s50_1 0.40
metrics by stage:
stage | cells | power, mW | hold slack, ns
after detailed placement | 230 | 0.0816 | 4.76
final | 230 | 0.0814 | 4.75
after floorplan | 157 | 0.0530 | 3.66
after global placement | 230 | 0.0816 | 4.75
after global routing | 230 | 0.0916 | 4.84
after CTS | 230 | 0.0819 | 4.76
No activity file was given, so power comes from the tool's default toggle rates.
