===== run.sh =====
#!/bin/bash
# OpenROAD 26Q1-2900-gdf79404cd8, Yosys 0.63+post, stock flow scripts
make -C /OpenROAD-flow-scripts/flow DESIGN_CONFIG=/design/flow/config.mk WORK_HOME=/design/flow/orfs finish

===== config.mk =====
export PLATFORM = sky130hd
export DESIGN_NAME = lab8_top
export DESIGN_NICKNAME = lab8_top
export VERILOG_FILES = /design/flow/design.v
export SDC_FILE = /design/flow/constraint.sdc
export NUM_CORES = 4
export LEC_CHECK = 1
export CORE_AREA = 10 10 107 107
export DIE_AREA = 0 0 117 117

===== constraint.sdc =====
current_design lab8_top

set clk_period 4.1
set clk_io_pct 0.2

create_clock -name clk0 -period $clk_period [get_ports {clk_100MHz}]

set non_clock_inputs [all_inputs -no_clocks]
set_input_delay [expr $clk_period * $clk_io_pct] -clock clk0 $non_clock_inputs
set_output_delay [expr $clk_period * $clk_io_pct] -clock clk0 [all_outputs]

===== design.v =====
module clkdiv  (input logic clk, input logic reset, output logic sclk);
   parameter DIVFREQ = 100;   
   parameter DIVBITS = 26;    
   parameter CLKFREQ = 100_000_000;
   parameter DIVAMT = (CLKFREQ / DIVFREQ) / 2;
   logic [DIVBITS-1:0] q;
   always_ff @(posedge clk)
     if (reset) begin
	    q <= 0;
	    sclk <= 0;
     end
     else if (q == DIVAMT-1) begin
	    q <= 0;
	    sclk <= ~sclk;
     end
     else q <= q + 1;
endmodule  
`timescale 1ns / 1ps
module lab8_top(input logic reset, ls, rs, haz,
                input logic clk_100MHz,
                output logic la, lb, lc, ra, rb, rc);
    logic clk_2hz;   
    clkdiv #(.DIVFREQ(2)) U_CLKDIV(.clk(clk_100MHz), .reset(1'b0),.sclk(clk_2hz));     
    tbird tbird1(.clk(clk_2hz), .reset, .ls, .rs, .haz, .la, .lb, .lc, .ra, .rb, .rc);   
endmodule
`timescale 1ns / 1ps
module tbird(input logic clk, reset, ls, rs, haz,
             output logic la, lb, lc, ra, rb, rc);
    typedef enum logic [3:0] {  
        Idle = 3'b000,
        l1 = 3'b001,
        l2 = 3'b010,
        l3 = 3'b011,
        r1 = 3'b100,
        r2 = 3'b101,
        r3 = 3'b110,
        lr = 3'b111       
    }   state_t;
    state_t ps, ns;      
    always_ff@(posedge clk) 
        begin
            if (reset) ps <= Idle;
            else ps <= ns;
        end 
    always_comb
        begin
            la = 1'b0;
            lb = 1'b0;
            lc = 1'b0;
            ra = 1'b0;
            rb = 1'b0;
            rc = 1'b0;
            case(ps)
                Idle: 
                    begin
                        la = 1'b0;
                        lb = 1'b0;
                        lc = 1'b0;
                        ra = 1'b0;
                        rb = 1'b0;
                        rc = 1'b0;
                        if (haz||(ls&rs)) ns = lr;         
                        else if (rs) ns = r1;
                        else if (ls) ns = l1;
                        else ns = Idle;
                    end
                l1:
                    begin
                        la = 1'b1;
                        lb = 1'b0;
                        lc = 1'b0;
                        ra = 1'b0;
                        rb = 1'b0;
                        rc = 1'b0;
                        ns = l2;
                    end
                l2:
                    begin
                        la = 1'b1;
                        lb = 1'b1;
                        lc = 1'b0;
                        ra = 1'b0;
                        rb = 1'b0;
                        rc = 1'b0;
                        ns = l3;
                    end
                l3:
                    begin
                        la = 1'b1;
                        lb = 1'b1;
                        lc = 1'b1;
                        ra = 1'b0;
                        rb = 1'b0;
                        rc = 1'b0;
                        ns = Idle;
                    end
                r1:
                    begin
                        la = 1'b0;
                        lb = 1'b0;
                        lc = 1'b0;
                        ra = 1'b1;
                        rb = 1'b0;
                        rc = 1'b0;
                        ns = r2;
                    end
                r2:
                    begin
                        la = 1'b0;
                        lb = 1'b0;
                        lc = 1'b0;
                        ra = 1'b1;
                        rb = 1'b1;
                        rc = 1'b0;
                        ns = r3;
                    end
                r3:
                    begin
                        la = 1'b0;
                        lb = 1'b0;
                        lc = 1'b0;
                        ra = 1'b1;
                        rb = 1'b1;
                        rc = 1'b1;
                        ns = Idle;
                    end
                lr:
                    begin
                        la = 1'b1;
                        lb = 1'b1;
                        lc = 1'b1;
                        ra = 1'b1;
                        rb = 1'b1;
                        rc = 1'b1;
                        ns = Idle;
                    end
                default: 
                    begin
                        ns = Idle;
                        la = 1'b0;
                        lb = 1'b0;
                        lc = 1'b0;
                        ra = 1'b0;
                        rb = 1'b0;
                        rc = 1'b0;
                    end
             endcase
        end
endmodule

==> flow_results.org <==
* Implementation run

** Final timing
- Setup Total Neg Slack :: 0 ps
- Setup repair after global routing left no endpoint under its margin.
- Final count of negative-setup-slack endpoints :: 0
- Tightest slew margin relative to the limit :: 42.31%
- The worst path in the final design needs a cycle of 2073 ps, including I/O delays and setup.
- In this build the clock could be raised as far as 482.4 MHz.
- The timer found 8 register pins that no clock reaches; their paths are not timed.
- Number of hold violations in the final report :: 0
- Transition time at the pin with the least slew margin :: 858.9 ps
- 14 endpoints have no timing constraint.
- Final Cycle Share :: 50.56%
- Final-report max-slew violation count :: 0
- Between clock sinks in the finished design, the worst skew comes to 1.894 ps.

** Worst setup path
- Ordered list of cells on the worst path :: ha_1 > nand3_2 > nor4_4 > nor2_1 > mux2_2
- At the worst endpoint, the arrival time is 2230 ps.
- Buffer-and-inverter tally for the worst setup path :: 0
- For reference, the critical path is launched at U_CLKDIV.q[0].
- Per STA, the highest per-stage delay on the worst path measures 820 ps.
- The timing report shows that the slowest cell on the worst path is sky130_fd_sc_hd__nor4_4.
- The worst setup path is launched from a flop.
- Required time at the worst-slack endpoint :: 4260 ps
- The worst setup path is captured at a flop.
- Top fanout value on the critical path :: 17
- Broken down by cell family, the worst path's largest delay share belongs to simple AND/OR/NAND/NOR gates.
- Crit path kind :: flop to flop
- Reg-to-reg critical path startpoint :: U_CLKDIV.q[0]

** Routing
- Inserted Diodes :: 0
- Per-cell via count in the routed design :: 3.578
- TritonRoute output was used to compute an average wire per cell of 8.875 µm.
- The detailed router reported a total wirelength of 2334 µm.
- First-pass iteration count of the detailed router :: 3
- Count of antenna-violating nets left after detailed routing :: 0
- The routed layout reports a DRC error count of 0.
- The final route contains 941 vias.
- Violation count after the first detailed-route iteration :: 44

** Place
- Total cell area at the placement stage :: 0.001657 mm²
- The placement summary gives the final routability congestion estimate as 0.7828.
- Number of port buffers :: 10
- The HPWL after detailed placement is 1784 µm.

** Yosys
- Summing the sequential cell areas from Yosys gives 49.96% of the chip area.
- Chip area estimate from yosys synthesis :: 0.001423 mm²
- After synthesis, the netlist uses 34 different library cells.
- After synthesis the netlist holds a flip-flop and latch count of 35.
- Number of enable flip-flop cells :: 1
- Cell area after synthesis :: 0.001423 mm²
- For this run, the leading register cell type out of synthesis is sky130_fd_sc_hd__dfxtp_1.
- Avg Inst Size Synth :: 10.23 µm²
- Number of cells in Yosys stat :: 139
- The synthesis report gives the async set-or-reset register share as 0%.
- Synthesis produced 139 cells.
- Count of synthesis-stage warnings from yosys :: 2

** Finish
- Area of all placed cells without fillers :: 0.001702 mm²
- Between the synthesized netlist and the finished layout, the area growth was recorded as 19.61%.
- Per the final layout report, the fraction of cells sized above drive strength 1 comes to 9.868%.
- Fill cells in the final layout number 1009.
- Final cell utilization of the core :: 18.50%

** Hold path
- The path class of the tightest hold or removal check is flop to flop.
- Launch point of the worst hold path :: U_CLKDIV.q[0]

** Clocking
- Post-CTS timing repair inserted 0 buffers for setup.
- Clock tree from TritonCTS :: done
- The root buffer cell chosen for the clock tree is sky130_fd_sc_hd__clkbuf_8.
- Number of clock buffers inserted by TritonCTS :: 3
- After clock tree synthesis, the repair step resized 0 gates.
- Skew-Pair Late Insertion Delay :: 260 ps
- The post-CTS hold buffer count recorded in the log is 0.
- Looking at the clock tree report, the H-tree level count equals 1.
- Register clock-pin slew on the reported worst setup and hold paths :: 80 ps
- The longest clock path from root to sink contains 2 buffers.

** GRT
- Vias in the first global route :: 925
- Number of antenna violations at the first check in global routing :: 0
- After global routing the overflow that remains totals 0.
- Maximum number of pins on one net before global-route repair :: 18
- Wire length of the first global-routing pass :: 4146 µm
- For this run, the total global-route usage over all layers was measured as 3.612%.

** Job
- Total of max-cap violations :: 0
- Number of warning messages in the logs :: 25

** Die
- The floorplan has 35 rows.
- Effective utilization at floorplan :: 15.47%
- The core region is 0.009196 mm².
- The floorplan step set the die width to 117 µm.
- Die height :: 117 µm
- The floorplan step defined a die boundary enclosing 0.01369 mm².
- Number of top-level design ports :: 11

** Power and ir drop
- Summed over all cells, the static leakage comes to 0.0006011 µW.
- P per Cell Area :: 243.9 mW/mm²
- The highest supply drop recorded on VDD is 0.1147 mV.

** Status
- The flow ran to the end, and the final reports show no timing, DRC or antenna violations.
## through the flow
stage	hold WS (ps)	power (µW)	cells	worst slack [ps]
floorplan	429.5	271.4	139	2453
global placement	444.1	277.2	259	2072
detailed placement	459.7	277.2	259	2020
CTS	481.1	422.5	263	2002
global route	512.7	436.2	263	1842
finish	477.9	415.0	263	2027
## synth_stat cells (3+ instances only)
| library cell | instances | area (µm²) |
|---|---|---|
| sky130_fd_sc_hd__dfxtp_1 | 34 | 680.7 |
| sky130_fd_sc_hd__nor2_1 | 18 | 67.56 |
| sky130_fd_sc_hd__nand3_1 | 10 | 50.05 |
| sky130_fd_sc_hd__xnor2_1 | 10 | 87.58 |
| sky130_fd_sc_hd__xor2_1 | 9 | 78.83 |
| sky130_fd_sc_hd__nand2_1 | 6 | 22.52 |
| sky130_fd_sc_hd__nand4_1 | 5 | 31.28 |
| sky130_fd_sc_hd__nor2b_1 | 5 | 31.28 |
| sky130_fd_sc_hd__or2_2 | 4 | 25.02 |
| sky130_fd_sc_hd__and4_1 | 3 | 26.28 |
| sky130_fd_sc_hd__nor4_1 | 3 | 18.77 |
| sky130_fd_sc_hd__nor4b_1 | 3 | 26.28 |
## registers in the layout, summed over array words and instances, names as in the netlist
signal         cells
U_CLKDIV.q        26
U_CLKDIV.sclk      1
tbird1.ps          8
## layout by cell type (no fill, tap or decap), types with 2 or more instances in the layout
cell                              netlist  final
sky130_fd_sc_hd__dfxtp_1               34     34
sky130_fd_sc_hd__nor2_1                18     18
sky130_fd_sc_hd__nand3_1               10     10
sky130_fd_sc_hd__xnor2_1               10     10
sky130_fd_sc_hd__clkdlybuf4s50_1        0     10
sky130_fd_sc_hd__xor2_1                 9      9
sky130_fd_sc_hd__nand2_1                6      6
sky130_fd_sc_hd__nor2b_1                5      5
sky130_fd_sc_hd__nand4_1                5      5
sky130_fd_sc_hd__or2_2                  4      4
sky130_fd_sc_hd__nor4b_1                3      3
sky130_fd_sc_hd__nor4_1                 3      3
sky130_fd_sc_hd__and4_1                 3      3
sky130_fd_sc_hd__clkbuf_8               0      3
sky130_fd_sc_hd__nand2b_1               2      2
sky130_fd_sc_hd__or3_1                  2      2
sky130_fd_sc_hd__inv_1                  2      2
sky130_fd_sc_hd__nor3_1                 2      2
sky130_fd_sc_hd__and3_1                 2      2
sky130_fd_sc_hd__nand3b_1               2      2
sky130_fd_sc_hd__o21ai_0                2      2
## worst paths after layout
path	endpoint	slack, ps	depth (start not counted)
setup / recovery	U_CLKDIV.q[19]	2030	5
hold / removal	U_CLKDIV.q[0]	480	1
setup reg to reg	U_CLKDIV.q[19]	2030	5
hold reg to reg	U_CLKDIV.q[0]	480	1
## worst register-to-register path, delay by kind of cell (launching register included)
family | cells | cell delay [ps]
flops | 1 | 380
fa+ha+maj | 1 | 210
simple gates | 3 | 1090
mux | 1 | 280
## final cells by class
type,count,area (µm²),share of cell area [%]
sequential,35,710.7,41.76
multi-input combinational,101,699.4,41.10
tap,111,138.9,8.162
timing repair buffer,10,100.1,5.882
clock buffer,4,45.04,2.647
inverter,2,7.507,0.4412
## routing by layer
metal / global-route usage [%] / vias to the layer above / wire length, µm
met5: 0 / - / 0
met4: 0.4942 / 0 / 40
met3: 0.9804 / 2 / 111
met2: 5.324 / 11 / 936
met1: 5.309 / 416 / 1245
li1: - / 512 / -
## cells by family after synthesis
kind of cell | after synthesis | synth area share [%]
XOR/XNOR | 20 | 12.84
AND-OR/OR-AND | 3 | 1.055
buffers and inverters | 3 | 0.8794
adder cells (fa/ha/maj) | 1 | 0.8794
AND/OR/NAND/NOR | 75 | 32.89
flip-flops | 35 | 49.96
multiplexers | 2 | 1.495
## where the power goes
part           switching, µW  internal, µW
logic                   3.06          4.61
clock network           74.6          69.4
registers                  0           263
total                   77.6           337
No activity file was given, so power comes from the tool's default toggle rates.
