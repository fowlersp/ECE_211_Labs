### ./config.mk
export PLATFORM = sky130hd
export DESIGN_NAME = lab4_toplevel
export DESIGN_NICKNAME = lab4_toplevel
export VERILOG_FILES = /design/flow/design.v
export SDC_FILE = /design/flow/constraint.sdc
export NUM_CORES = 4
export LEC_CHECK = 1
export CORE_AREA = 10 10 70 70
export DIE_AREA = 0 0 80 80
export SYNTH_HDL_FRONTEND = slang
### ./constraint.sdc
current_design lab4_toplevel

set clk_period 1.6
set clk_io_pct 0.2

create_clock -name clk0 -period $clk_period

set non_clock_inputs [all_inputs -no_clocks]
set_input_delay [expr $clk_period * $clk_io_pct] -clock clk0 $non_clock_inputs
set_output_delay [expr $clk_period * $clk_io_pct] -clock clk0 [all_outputs]
### ./design.v
`timescale 1ns / 1ps
module dec_3_8(input logic [1:0] a, input logic mode, rs_en, output logic [7:0] y_1, output logic dp);
    logic [7:0] y;
    always_comb
    begin
         if(mode)
                begin
            case(a)
                2'd0:
                begin 
                    y = 8'b00000001;
                    dp = 1;
                end
                2'd1: 
                begin 
                    y = 8'b00000010;
                    dp = 1;
                end
                2'd2: 
                begin 
                    y = 8'b00000100;
                    dp = 1;
                end
                2'd3: 
                begin 
                    y = 8'b00000000;
                    dp = 1;
                end
            endcase
            end
        else if (rs_en)
           begin
           case(a)
                2'd0: 
                begin 
                    y = 8'b00000001;
                    dp = 1;
                end
                2'd1:
                begin 
                    y = 8'b00000010;
                    dp = 1;
                end
                2'd2:
                begin 
                    y = 8'b00000100;
                    dp = 1;
                end
                2'd3:
                    begin 
                    y = 8'b00001000;
                    dp = 0;
                end
            endcase
           end
       else y = 8'b00000000;
         end
    assign y_1 = ~y;
endmodule
`timescale 1ns / 1ps
module sevenseg_hex(input logic [3:0] data, output logic [6:0] segs);
    always_comb
        case(data) 
            4'd0: segs = 7'b0000001;
            4'd1: segs = 7'b1001111;
            4'd2: segs = 7'b0010010;
            4'd3: segs = 7'b0000110;
            4'd4: segs = 7'b1001100;
            4'd5: segs = 7'b0100100;
            4'd6: segs = 7'b0100000;
            4'd7: segs = 7'b0001111;
            4'd8: segs = 7'b0000000;
            4'd9: segs = 7'b0001100;
            4'd10: segs = 7'b0001000;
            4'd11: segs = 7'b1100000;
            4'd12: segs = 7'b1110010;
            4'd13: segs = 7'b1000010;
            4'd14: segs = 7'b0110000;
            4'd15: segs = 7'b0111000;
            default: segs = 7'b1111111;
        endcase  
endmodule
`timescale 1ns / 1ps
module lab4_toplevel(input logic [2:0] a, input logic [3:0] data, output logic [7:0] an, output logic [6:0] segs_1);
    dec_3_8 U_DC0 (.a(a), .y_1(an));
    sevenseg_hex U_SS0 (.data(data), .segs(segs_1));
endmodule
### ./run.sh
#!/bin/bash
# OpenROAD 26Q1-2900-gdf79404cd8, Yosys 0.63+post, stock flow scripts
make -C /OpenROAD-flow-scripts/flow DESIGN_CONFIG=/design/flow/config.mk WORK_HOME=/design/flow/orfs finish
==> impl_metrics.json <==
{
  "worst_slack_ns": -0.0176,
  "total_power_w": 0.000138,
  "startpoint_type": "input port",
  "netlist_top_cells_area": "buf_4 22%, ha_1 21%, o21ai_0 8.3%",
  "fin_crit_ns": 1.62,
  "syn-cell-area_sq_um": 302,
  "endpoint_kind": "primary output",
  "wl_microns": 1040,
  "status": "complete, but fails checks",
  "tns_ns": -0.0176,
  "fp-utilization": 0.0883,
  "combGateArea_sq_um": 294,
  "grt_max_degree": 7,
  "violations": "setup timing",
  "firstDrtPassIters": 2,
  "setup_viol": 1,
  "powerDensity_nw_per_um2": 223,
  "hpwl_microns": 761,
  "grt_pass1_wl_microns": 1700,
  "synthTopCellsByCount": "9 x buf_4, 5 x ha_1, 5 x o21ai_0, 4 x nand2_1, 4 x nor2_1",
  "leakage_nw": 0.288,
  "flop_area_sq_um": 0,
  "hold_depth": 5,
  "overflow": 0,
  "antenna-diode-count": 0,
  "routed_via_density": 3.00,
  "n_fill_cell": 393,
  "track_usage": 0.0317,
  "portBuffers": 11,
  "finalClockPeriodUsage": 1.01,
  "max-cap-violations": 0,
  "drc": 0,
  "worst-path-max-fanout": 4,
  "crit_required_ns": 1.28,
  "vdd_drop_max_uv": 46.5,
  "ys_cells": 42,
  "dieArea_sq_um": 6400,
  "seq_cell_count": 0,
  "die_y_microns": 80,
  "critPathKind": "in2out",
  "hold_class": "in2out",
  "finalInstanceArea_sq_um": 621,
  "wl_per_cell_microns": 9.13,
  "grt_setup_unrepaired": "true",
  "max_freq_mhz": 618,
  "synth.most_common_cell": "buf_4",
  "cp_data_arrival_time_ns": 1.30,
  "syn_to_final_growth_pct": 106,
  "drive_gt1_frac": 0.574,
  "synth.distinct_cells": 17,
  "synth_top_area_share": 0.224,
  "slew_viol_final": 0,
  "num_rows": 21,
  "drtAntennaViolNets": 0,
  "yosys-stat-area_sq_um": 302,
  "gp_congestion": 0.759,
  "ys_warn_count": 2,
  "die_w_microns": 80,
  "num_vias": 342,
  "pin_count": 22,
  "grt_pass1_vias": 368,
  "synth.largest_area_cell": "buf_4",
  "yosysSeqAreaShare": 0,
  "warnings": 41,
  "coreArea_sq_um": 3420,
  "placed_area_sq_um": 514,
  "syn_inst": 42,
  "antenna_found_initial": 0,
  "dr.first_iter.drc_count": 6,
  "hold_violations": 0,
  "avgSynthCellArea_sq_um": 7.18,
  "nClkBuffers": 0,
  "holdBufCountCts": 0
}
## worst max-delay path, cell delays in order
cell,delay [ns]
buf_8,0.10
buf_6,0.11
ha_2,0.17
mux4_2,0.46
buf_2,0.13
## stage by stage
step	setup WS (ns)	hold WS [ns]	utilization	std cells
final	-0.0176	1.12	0.182	114
after CTS	-0.0265	1.11	0.172	114
after global placement	-0.805	1.77	0.151	109
after global routing	-0.0498	1.15	0.182	114
after floorplan	0.136	0.743	-	49
after detailed placement	-0.828	1.77	0.151	109
## power breakdown
| part | switching (W) | internal (W) | leakage [nW] |
|---|---|---|---|
| registers | 0 | 0 | 0 |
| clock network | 0 | 0 | 0 |
| logic | 0.0000558 | 0.0000825 | 0.288 |
| total | 0.0000558 | 0.0000825 | 0.288 |
## layer usage
layer,global-route usage,vias up,share of wire,wire (microns)
met5,0,-,0,0
met4,0,0,0,0
met3,0.00682,0,0.071,74
met2,0.0482,11,0.44,459
met1,0.0470,153,0.49,507
li1,-,178,-,-
## final timing paths
path / start / end / slack (ns)
worst max-delay path: data[0] / segs_1[6] / -0.02
worst min-delay path: data[0] / segs_1[2] / 1.12
## timing repair
| action | 4_1_cts | 5_1_grt |
|---|---|---|
| endpoints found under the hold margin | 0 | 0 |
| gates resized | 53 | 9 |
| endpoints found under the setup margin | 7 | 5 |
| cloned | 1 | 0 |
| pin swaps | 4 | 4 |
| buffers inserted | 4 | 0 |
## cells by family (layout without fill, tap and decap cells)
logic type / after synthesis / count (layout) / synth area share
other: 1 / 8 / 0.0124
AOI/OAI and AO/OA: 8 / 8 / 0.145
adders and majority gates: 5 / 5 / 0.207
buffers and inverters: 13 / 32 / 0.299
and+or+nand+nor: 11 / 11 / 0.158
muxes: 4 / 4 / 0.178
## layout by cell type (no fill, tap or decap), drive strengths merged
master | netlist | routed
dlygate4sd2 | 0 | 2
buf | 10 | 25
o211ai | 1 | 1
ha | 5 | 5
or3 | 2 | 2
mux2 | 1 | 1
inv | 3 | 3
conb | 1 | 8
nand3 | 1 | 1
nand2 | 4 | 4
o21ai | 5 | 5
mux2i | 2 | 2
a21oi | 1 | 1
o22ai | 1 | 1
nor2 | 4 | 4
clkdlybuf4s15 | 0 | 2
mux4 | 1 | 1
## area by class of cell
type,count,share of cell area
multi-input cells,36,0.474
repair buffers,29,0.395
inverters,3,0.0383
well taps,46,0.0927
No activity file was given, so power comes from the tool's default toggle rates.
